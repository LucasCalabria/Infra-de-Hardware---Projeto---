[./config.mk]
export PLATFORM = sky130hd
export DESIGN_NAME = MUX_4_64B
export DESIGN_NICKNAME = MUX_4_64B
export VERILOG_FILES = /design/flow/design.v
export SDC_FILE = /design/flow/constraint.sdc
export NUM_CORES = 4
export LEC_CHECK = 1
export CORE_AREA = 10 10 131 131
export DIE_AREA = 0 0 141 141
[./constraint.sdc]
current_design MUX_4_64B

set clk_period 1.1
set clk_io_pct 0.2

create_clock -name clk0 -period $clk_period

set non_clock_inputs [all_inputs -no_clocks]
set_input_delay [expr $clk_period * $clk_io_pct] -clock clk0 $non_clock_inputs
set_output_delay [expr $clk_period * $clk_io_pct] -clock clk0 [all_outputs]
[./design.v]
module MUX_4_64B (  input logic [63:0] A,                 
                    input logic [63:0] B,              
                    input logic [63:0] C,        
                    input logic [63:0] D,               
                    input logic [1:0] SELECTOR,             
                    output logic [63:0] F);          
   assign F = SELECTOR[1] ? (SELECTOR[0] ? D : C) : (SELECTOR[0] ? B : A); 
endmodule
[./run.sh]
#!/bin/bash
# OpenROAD 26Q1-2900-gdf79404cd8, Yosys 0.63+post, stock flow scripts
make -C /OpenROAD-flow-scripts/flow DESIGN_CONFIG=/design/flow/config.mk WORK_HOME=/design/flow/orfs finish
==> qor.log <==
INFO  worst_hold_path worst_hold_path_stage_count=3
INFO  synthesis      syn-instance-count=78
INFO  layout         final-instance-count-excl-fill=594
INFO  floorplanning  io_pins=322
INFO  synthesis      postSynthAreaPerCell=20.81µm²
INFO  worst_hold_path worstHoldEndpoint=F[22]
INFO  place          gp_congestion=0.8669
INFO  routing        route.antenna.remaining_nets=0
INFO  run_status     outcome=finished with violations
INFO  routing        detailroute.via_count=2438
INFO  final_timing   slack_of_the_critical_path=-0.3524ns
INFO  layout         syn_to_final_growth=203.4%
INFO  layout         n_clock_buffer=0
INFO  place          place_hpwl=11360µm
INFO  floorplanning  chipWidth=141µm
INFO  final_timing   finalClockPeriodUsage=132.0%
INFO  setup_path     critPathCaptureType=primary output
INFO  run            openroad.warnings=35
INFO  synthesis      synth_area=0.001623mm²
INFO  layout         flop_area=0µm²
INFO  clock_tree     postCtsHoldBufs=0
INFO  worst_hold_path hold_start=A[22]
INFO  floorplanning  die_height=141µm
INFO  synthesis      yosys_area=0.001623mm²
INFO  pwr            total_power_divided_by_cell_area=332.5mW/mm²
INFO  global_routing grt_first_pass_wirelength=19040µm
INFO  layout         final_common_cell=dlygate4sd2_1
INFO  worst_hold_path hp-class=input port to primary output
INFO  synthesis      synth_warnings=0
INFO  floorplanning  fp.coreArea=0.01442mm²
INFO  routing        post_detailed_route_via_to_cell_ratio=4.104
INFO  setup_path     timing.critical_path.max_delay_family=buffers and inverters
INFO  pwr            vdd_ir_drop_max=110.0µV
INFO  setup_path     critPathLaunchType=input port
INFO  setup_path     critPathMaxFanout=1
INFO  final_timing   headroom_to_the_max_slew_limit=85.05%
INFO  synthesis      seq_area_frac_synth=0%
INFO  layout         final_layout_top_logic_cells=dlygate4sd2_1, mux4_2, buf_2
INFO  run            timing.max_cap.violations=0
INFO  floorplanning  floorplanUtilization=11.25%
INFO  global_routing grt.total_usage=12.64%
INFO  final_timing   fin_crit=1.452ns
INFO  layout         ratio_of_cells_with_drive_above_1_in_the_final_layout=36.95%
INFO  layout         sequential_cell_total=0
INFO  setup_path     crit_cells=3
INFO  setup_path     critical_path.cell_chain=clkdlybuf4s50_1, mux4_2, buf_2
INFO  place          placed_cells=576
INFO  setup_path     cp_num_buf_inv=2
INFO  place          pre_cts_slack=-0.8123ns
INFO  routing        drc=0
INFO  layout         final_core_utilization=34.13%
INFO  setup_path     critical-path-slowest-cell=mux4_2
INFO  final_timing   worstMarginPinSlew=0.2243ns
INFO  final_timing   final_max_slew_viol_count=0
INFO  run_status     violations=setup timing
INFO  final_timing   report.final.hold_viol_count=0
INFO  final_timing   unrepaired_setup_endpoints_after_global_routing=true
INFO  pwr            total_leakage_power=2.533nW
INFO  floorplanning  rows=44
INFO  global_routing grt_max_degree=38
INFO  final_timing   setup_violations=64
INFO  setup_path     cp.required=0.88ns
INFO  setup_path     cp_slowest_stage_delay=0.47ns
INFO  routing        dr.first_iter.drc_count=54
INFO  global_routing grt-ovfl-total=0
INFO  place          io_buffer_count=322
INFO  global_routing number_of_antenna_violations_at_the_first_check_in_global_routing=5
INFO  final_timing   peak_freq=688.5MHz
INFO  floorplanning  chip_area=0.01988mm²
INFO  synthesis      ys_cells=78
INFO  routing        route.detailed.wl_per_inst=22.73µm
INFO  global_routing first_global_vias=2840
INFO  synthesis      synth_cell_type_count=6
INFO  setup_path     timing_worst_setup_path_type=input port to primary output
INFO  routing        finalWirelength=13500µm
INFO  routing        dr.pass1.iters=4
INFO  pwr            design_power_total=1.637mW
INFO  setup_path     crit_arrival=1.23ns
## synthesized netlist by cell type (all sizes together)
library cell	count	share of area, %
buf	13	9.9
clkbuf	1	0.31
mux4	64	90
## cells by family after synthesis
| family | share of synthesized area [%] |
|---|---|
| buf+inv | 10.25 |
| mux | 89.75 |
## per-stage QoR
stage               cell area, µm²  hold slack, ns  TNS, ns
floorplan                     1632          0.5992   -4.422
global placement              5010           1.377   -45.28
detailed placement            5010           1.380   -45.28
CTS                           4705          0.9241   -21.07
global route                  4916          0.8402   -19.84
finish                        4923          0.8220   -17.53
## cell type report
| class | count | area [µm²] |
|---|---|---|
| antenna | 4 | 10.01 |
| fill | 1488 | 9500 |
| multi-input combinational | 64 | 1441 |
| tap | 184 | 230.2 |
| timing repair buffer | 342 | 3242 |
## routing by layer
layer | share of wire, % | global-route usage, %
met1 | 35 | 14.30
met2 | 52 | 22.39
met3 | 12 | 6.001
met4 | 0.17 | 0.2174
met5 | 0.096 | 0
## report_power, final
group / switching [mW] / total [mW] / internal, mW
combinational: 0.419 / 1.64 / 1.22
sequential: 0 / 0 / 0
clock: 0 / 0.000000487 / 0.000000487
total: 0.419 / 1.64 / 1.22
## repair_timing
item                       4_1_cts  5_1_grt
gates cloned                     4        3
setup buffers                    6        4
resized                        398       50
setup endpoints to repair       64       64
## how the worst max path moves through the flow
| stage | to | start |
|---|---|---|
| after CTS | F[35] | SELECTOR[0] |
| final | F[35] | C[35] |
| after global routing | F[33] | A[33] |
No activity file was given, so power comes from the tool's default toggle rates.
