===== run.sh =====
#!/bin/bash
# OpenROAD 26Q1-2900-gdf79404cd8, Yosys 0.63+post, stock flow scripts
make -C /OpenROAD-flow-scripts/flow DESIGN_CONFIG=/design/flow/config.mk WORK_HOME=/design/flow/orfs finish

===== config.mk =====
export PLATFORM = sky130hd
export DESIGN_NAME = MUX_2_64B
export DESIGN_NICKNAME = MUX_2_64B
export VERILOG_FILES = /design/flow/design.v
export SDC_FILE = /design/flow/constraint.sdc
export NUM_CORES = 4
export LEC_CHECK = 1
export CORE_AREA = 10 10 84 84
export DIE_AREA = 0 0 94 94

===== constraint.sdc =====
current_design MUX_2_64B

set clk_period 1.0
set clk_io_pct 0.2

create_clock -name clk0 -period $clk_period

set non_clock_inputs [all_inputs -no_clocks]
set_input_delay [expr $clk_period * $clk_io_pct] -clock clk0 $non_clock_inputs
set_output_delay [expr $clk_period * $clk_io_pct] -clock clk0 [all_outputs]

===== design.v =====
module MUX_2_64B (input logic[63:0] A, B, input logic SELECTOR, output logic [63:0] F);
assign F = SELECTOR ? B : A; 
endmodule

==> impl_metrics.toml <==
# flow metrics
[worst_setup_path]
required_ps = 800
startpoint_type = "input pin"
critPathMostFrequentCell = "buf_16"
end_kind = "output port"
cpMaxStageDelayCell = "mux2_4"
cp_max_fo = 5
critPathKind = "in2out"
arrival_ps = 990
path_cells = "buf_16 -> buf_16 -> buf_12 -> mux2_4 -> buf_2"
cpPeakStageDelay_ps = 280

[pwr]
p_leak_nw = 1.743
switching_share_pct = 23.45
switchingPower_mw = 0.3003
peakVddDrop_mv = 0.1680
p_comb_share_pct = 100.0
internal_power_mw = 0.9803
clockPowerShare_pct = 0
pwr-share-seq_pct = 0
power.density_nw_per_um2 = 407.1

[timing]
worst_slew_pin_slew_ps = 90.91
setup_ws_ps = -185.7
rsz0062_at_grt = "true"
fin_hold_ws_ps = 698.5
finalClockPeriodUsage_pct = 118.6
setup_violations = 64
relSlewSlack_pct = 93.94
fmax_mhz = 843.4
finalHoldViolations = 0
finalMaxSlewViolations = 0
period_needed_ps = 1186

[synth]
syn_inst = 71
syn_area_um2 = 1077
synth_cell_type_count = 4
seq_area_frac_synth_pct = 0
yosys_area_um2 = 1077
avgSynthCellArea_um2 = 15.17
yosys_warnings = 0
yosys_cells = 71

[place]
placed_area_um2 = 3043
gp_congestion = 0.8230
dp_hpwl_mm = 6.073
io_buffers = 193
placedCellCount = 331
place_ws_ps = -540.5

[route]
drt-initial-drc-count = 13
postRouteAntennaNets = 0
post_drt_wl_per_cell_um = 20.40
via_per_inst = 3.897
diodes = 0
drc = 0
dr.pass1.iters = 2
routed_wl_mm = 6.915
num_vias = 1321

[cts]
hold_buffers = 0

[finish]
seq_area_um2 = 0
nFillCells = 493
drive_gt1_share_pct = 52.42
comb_area_um2 = 957.2
fin_area_um2 = 3146
post-route-util_pct = 60.43
ff_count = 0
finalNonFillerCells = 339
areaGrowthSynthToFinish_pct = 192.0
final.clkbuf_count = 0

[die]
fp-row-count = 26
core_um2 = 5205
fp-utilization_pct = 20.70
die_h_um = 94
die_area_um2 = 8836
die_x_um = 94
ios = 193

[global_routing]
gr-total-overflow = 0
grt_pass1_wl_mm = 9.239
antenna_found_initial = 0
track_usage_pct = 13.79
grt_max_degree = 11
grt_pass1_vias = 1507

[outcome]
status = "finished with violations"
violations = "setup timing"

[run]
tool_warnings = 35
max_cap_viol_count = 0

[worst_hold_path]
min_path_type = "in2out"
-- per-stage QoR --
stage,power (mW),setup TNS [ps]
floorplan,0.4080,0
global placement,1.343,-32060
detailed placement,1.342,-31870
CTS,1.218,-8471
global route,1.363,-7389
finish,1.281,-6415
-- placed cells by master, fill, tap and decap left out, drive strengths merged --
master,instances
buf,72
clkbuf,5
clkdlybuf4s50,4
dlygate4sd2,118
dlymetal6s2s,6
mux2,64
-- cell families (layout without fill, tap and decap cells) --
kind of cell / count (synthesis) / count (layout) / synth area share [%]
mux: 64 / 64 / 87.80
buf+inv: 7 / 205 / 12.20
-- path summary, 6_finish.rpt --
kind,cells past startpoint,startpoint,to,slack (ps)
max,5,SELECTOR,F[17],-190
min,3,B[0],F[0],700
-- metal layers --
| layer | up-vias | track usage (%) | wire, um |
|---|---|---|---|
| met5 | - | 0 | 0 |
| li1 | 673 | - | - |
| met3 | 0 | 5.897 | 730 |
| met4 | 0 | 0.3797 | 0 |
| met2 | 77 | 27.76 | 4022 |
| met1 | 571 | 13.04 | 2162 |
-- worst max-delay path: cells and delay by family --
family | cells | cell delay (ps)
muxes | 1 | 280
buffers and inverters | 4 | 510
-- cell type report --
cell class | count | share of cell area [%]
repair buffers | 205 | 66.79
well taps | 70 | 2.784
multi-input cells | 64 | 30.43
-- timing repair --
action,4_1_cts,5_1_grt
cloned,4,3
endpoints found under the setup margin,64,64
resized,368,24
pin swaps,0,0
buffers inserted,1,0
-- power by group through the flow --
| stage | sequential (mW) | combinational (mW) | clock (mW) |
|---|---|---|---|
| after CTS | 0 | 1.22 | 0 |
| final | 0 | 1.28 | 0 |
| after global routing | 0 | 1.36 | 0 |
-- cells in the mapped netlist --
cell type,number,area [um^2]
mux2_4,60,900.9
buf_12,6,120.1
mux2_2,4,45.04
buf_6,1,11.26
Power and IR drop assume default switching activity.
